## run.sh

```bash
#!/bin/bash
# OpenROAD 26Q1-2900-gdf79404cd8, Yosys 0.63+post, stock flow scripts
make -C /OpenROAD-flow-scripts/flow DESIGN_CONFIG=/design/flow/config.mk WORK_HOME=/design/flow/orfs finish
```

## config.mk

```make
export PLATFORM = sky130hd
export DESIGN_NAME = ARM_Processor
export DESIGN_NICKNAME = ARM_Processor
export VERILOG_FILES = /design/flow/design.v
export SDC_FILE = /design/flow/constraint.sdc
export NUM_CORES = 4
export LEC_CHECK = 1
export CORE_UTILIZATION = 30
```

## constraint.sdc

```tcl
current_design ARM_Processor

set clk_period 83.3
set clk_io_pct 0.2

create_clock -name clk0 -period $clk_period [get_ports {Clk}]

set non_clock_inputs [all_inputs -no_clocks]
set_input_delay [expr $clk_period * $clk_io_pct] -clock clk0 $non_clock_inputs
set_output_delay [expr $clk_period * $clk_io_pct] -clock clk0 [all_outputs]
```

## design.v

```verilog
module ALU(input logic [1:0] ALUControl,
			  input logic [31:0] SrcA, SrcB,
			  output logic [31:0] ALUResult,
			  output logic [3:0] ALUFlags);
	logic [31:0] AddS, SubS;
	logic AddC, AddV, AddZ, AddN, SubC, SubV, SubZ, SubN;
	Adder_N #(32) Add(SrcA, SrcB, 1'b0, AddS, AddC, AddV, AddZ, AddN);
	Adder_N #(32) Sub(SrcA, ~SrcB, 1'b1, SubS, SubC, SubV, SubZ, SubN);
	always_comb
		begin
			case(ALUControl)
				2'b00 : begin
							ALUResult = AddS;
							ALUFlags = {AddN, AddZ, AddC, AddV};
						  end
				2'b01 : begin
							ALUResult = SubS;
							ALUFlags = {SubN, SubZ, SubC, SubV};
						  end
				2'b10 : begin
							ALUResult = SrcA & SrcB;
							ALUFlags = {ALUResult[31], SubZ, 2'b00};
						  end
				2'b11 : begin
							ALUResult = SrcA | SrcB;
							ALUFlags = {ALUResult[31], SubZ, 2'b00};
						  end
				default : begin
								ALUResult = 32'b0;
								ALUFlags = 4'b0;
							 end
			endcase
		end
endmodule
module ALU_Decoder(input logic ALUOp,
						 input logic [4:0] Funct,
						 output logic NoWrite,
						 output logic [1:0] FlagW, ALUControl);
	logic [3:0] Cmd;
	assign Cmd = Funct[4:1];
	logic S;
	assign S = Funct[0];
	always_comb
		begin
			if(~ALUOp)
				begin
					ALUControl = 2'b00;
					FlagW = 2'b00;
					NoWrite = 1'b0;
				end
			else
				begin
					case(Cmd)
						4'b0100 : begin
										NoWrite = 1'b0;
										ALUControl = 2'b00;
										if(~S) FlagW = 2'b00;
										else FlagW = 2'b11;
									 end
						4'b0010 : begin
										NoWrite = 1'b0;
										ALUControl = 2'b01;
										if(~S) FlagW = 2'b00;
										else FlagW = 2'b11;
									 end
						4'b0000 : begin
										NoWrite = 1'b0;
										ALUControl = 2'b10;
										if(~S) FlagW = 2'b00;
										else FlagW = 2'b10;
									 end
						4'b1100 : begin
										NoWrite = 1'b0;
										ALUControl = 2'b11;
										if(~S) FlagW = 2'b00;
										else FlagW = 2'b10;
									 end
						4'b1010 : begin
										NoWrite = 1'b1;
										ALUControl = 2'b01;
										if(S) FlagW = 2'b11;
										else FlagW = 2'bXX;
									 end
						default : begin
										NoWrite = 1'bx;
										ALUControl = 2'bXX;
										FlagW = 2'bXX;
									 end
					endcase
				end
		end
endmodule		
module ARM_Processor(input logic Clk, Reset,
							input logic [31:0] Instr, ReadData,
							output logic [31:0] PC, WriteData, ALUResult,
							output logic MemWrite);
	logic RegWrite, ALUSrc, MemToReg, PCSrc;
	logic [1:0] RegSrc, ImmSrc, ALUControl;
	logic [3:0] ALUFlags;
	Datapath Path(Clk, Reset, RegWrite, ALUSrc, MemToReg, PCSrc, RegSrc, ImmSrc, ALUControl, Instr, ReadData, ALUFlags, PC, ALUResult, WriteData);
	Control_Unit Control(Instr[31:28], ALUFlags, Instr[15:12], Instr[25:20], Instr[27:26], Clk, Reset, ImmSrc, RegSrc, ALUControl, PCSrc, RegWrite, MemWrite, MemToReg, ALUSrc);
endmodule
module Adder_N
          #(parameter N = 3)
          (input logic [N-1:0] A, B,
          input logic Ci,
          output logic [N-1:0] S,
          output logic Co, V, Z, Neg);
  assign {Co, S}= A + B + Ci;
  assign Neg = S[N-1] ? 1'b1 : 1'b0;
  assign Z = (S == 0) ? 1'b1 : 1'b0;
  assign V = (~A[N-1] & ~B[N-1] & S[N-1]) | (A[N-1] & B[N-1] & ~S[N-1] );
endmodule
module Conditional_Logic(input logic [3:0] Cond, ALUFlags,
								 input logic [1:0] FlagW,
								 input logic Clk, Reset, PCS, RegW, MemW, NoWrite,
								 output logic PCSrc, RegWrite, MemWrite);
	logic [3:0] Flags = 4'b0000;
	logic [1:0] FlagWrite;
	logic CondEx;
	assign PCSrc = PCS & CondEx;
	assign RegWrite = (RegW) & (CondEx) & (~NoWrite);
	assign MemWrite = MemW & CondEx;
	assign FlagWrite = FlagW & {2{CondEx}};
	logic N, Z, C, V;
	assign {N, Z, C, V} = Flags;
	always_comb
		begin
			case(Cond)
				4'b0000 : CondEx = Z;
				4'b0001 : CondEx = ~Z;
				4'b0010 : CondEx = C;
				4'b0011 : CondEx = ~C;
				4'b0100 : CondEx = N;
				4'b0101 : CondEx = ~N;
				4'b0110 : CondEx = V;
				4'b0111 : CondEx = ~V;
				4'b1000 : CondEx = ~Z & C;
				4'b1001 : CondEx = Z | ~C;
				4'b1010 : CondEx = ~(N ^ V);
				4'b1011 : CondEx = (N ^ V);
				4'b1100 : CondEx = ~Z & (~(N ^ V));
				4'b1101 : CondEx = Z | (N ^ V);
				4'b1110 : CondEx = 1'b1;
				default : CondEx = 1'bX;
			endcase
		end
	always_ff @(negedge Clk)
		begin
			if(!Reset)
				begin
					if(FlagWrite[0]) Flags[1:0] <= ALUFlags[1:0];
					if(FlagWrite[1]) Flags[3:2] <= ALUFlags[3:2];
				end
			else Flags <= 4'b0;	
		end
endmodule
module Control_Unit(input logic [3:0] Cond, ALUFlags, Rd,
						  input logic [5:0] Funct,
						  input logic [1:0] Op,
						  input logic Clk, Reset,
						  output logic [1:0] ImmSrc, RegSrc, ALUControl,
						  output logic PCSrc, RegWrite, MemWrite, MemToReg, ALUSrc);
	logic PCS, RegW, MemW, NoWrite;
	logic [1:0] FlagW;
	Decoder Main_Decoder(Op, Funct, Rd, PCS, RegW, MemW, MemToReg, ALUSrc, NoWrite, ImmSrc, RegSrc, ALUControl, FlagW);
	Conditional_Logic Cond_Logic(Cond, ALUFlags, FlagW, Clk, Reset, PCS, RegW, MemW, NoWrite, PCSrc, RegWrite, MemWrite);
endmodule
module Datapath(input logic Clk, Reset, RegWrite, ALUSrc, MemToReg, PCSrc,
					 input logic [1:0] RegSrc, ImmSrc, ALUControl,
					 input logic [31:0] Instr, ReadData,
					 output logic [3:0] ALUFlags,
					 output logic [31:0] PC, ALUResult, WriteData);
	logic [31:0] PCP, PCP4, PCP8, Result, ExtImm, SrcB, SrcA;
	logic [3:0] RA1, RA2, RD1, RD2;
	Plus4 PCPlus4(PC, PCP4);
	Plus4 PCPlus8(PCP4, PCP8);
	MUX_2_To_1 #(32) PCMux(PCSrc, PCP4, Result, PCP);
	PC_Register PCReg(Clk, Reset, PCP, PC);
	MUX_2_To_1 #(4) RA1Mux(RegSrc[0], Instr[19:16], 4'b1111, RA1);
	MUX_2_To_1 #(4) RA2Mux(RegSrc[1], Instr[3:0], Instr[15:12], RA2);
	Extend Ext(ImmSrc, Instr[23:0], ExtImm);
	MUX_2_To_1 #(32) SrcBMux(ALUSrc, WriteData, ExtImm, SrcB);
	ALU alu(ALUControl, SrcA, SrcB, ALUResult, ALUFlags);
	MUX_2_To_1 #(32) ResultMux(MemToReg, ALUResult, ReadData, Result);
	Register_Bank RegBank(Clk, RegWrite, RA1, RA2, Instr[15:12], Result, PCP8, SrcA, WriteData);
endmodule
module Decoder(input logic [1:0] Op,
				   input logic [5:0] Funct,
					input logic [3:0] Rd,
					output logic PCS, RegW, MemW, MemToReg, ALUSrc, NoWrite,
					output logic [1:0] ImmSrc, RegSrc, ALUControl, FlagW);
	logic ALUOp;
	assign MemToReg = ~Op[1] & Op[0] & Funct[0];
	assign MemW = ~Op[1] & Op[0] & ~Funct[0];
	assign ALUSrc = ~(~Op[0] & ~Op[1] & ~Funct[5]);
	assign RegW = ~((~Op[1] & Op[0] & ~Funct[0]) | (Op[1] & ~Op[0]));
	assign ALUOp = ~Op[0] & ~Op[1];
	assign PCS = (((Rd == 15) & RegW) | (Op[1] & ~Op[0]));
	always_comb
		begin
			case(Op)
				2'b00 : if(~Funct[5])
								begin
									ImmSrc = 2'bXX;
									RegSrc = 2'b00;
								end
						  else
								begin
									ImmSrc = 2'b00;
									RegSrc = 2'bX0;
								end
				2'b01 : begin 
							  ImmSrc = 2'b01;
							  if(~Funct[0]) RegSrc = 2'b10;
							  else RegSrc = 2'bX0;
						  end
				2'b10 : begin
								ImmSrc = 2'b10;
								RegSrc = 2'bX1;
						  end
				default:
						begin
							ImmSrc = 2'bXX;
							RegSrc = 2'bXX;
						end
			endcase
		end
	ALU_Decoder ALUDeco(ALUOp, Funct[4:0], NoWrite, FlagW, ALUControl);
endmodule
module Extend(input logic [1:0] ImmSrc,
				  input logic [23:0] Instr,
				  output logic [31:0] ExtImm);
	always_comb
		case(ImmSrc)
			2'b00 : ExtImm = {24'b0, Instr[7:0]};
			2'b01 : ExtImm = {20'b0, Instr[11:0]};
			2'b10 : ExtImm = {{6{Instr[23]}}, Instr[23:0], 2'b00};
			default : ExtImm = 32'b0;
		endcase
endmodule
module MUX_2_To_1
						#(parameter N = 8)
						(input logic S,
						input logic [N-1:0] D0, D1,
						output logic [N-1:0] Y);
	always_comb
		begin
			case(S)
				1'b0: Y = D0;
				1'b1: Y = D1;
				default : Y = 0;
			endcase
		end
endmodule
module PC_Register(input logic clk,reset,
						 input logic [31:0] PCP,
						 output logic [31:0] PC);
	always_ff @(posedge clk)
		begin
			if(reset)
				PC <= 0;
			else
				PC <= PCP;
		end
endmodule
module Plus4(input logic [31:0] PC,
					output logic [31:0] PCP);
	always_comb
		PCP = PC + 4;
endmodule
module Register_Bank(input logic Clk, WE3,
							input logic [3:0] A1, A2, A3,
							input logic [31:0] WD3, R15,
							output logic [31:0] RD1, RD2);
	logic [31:0] rf[14:0];
	always_ff @(negedge Clk)
		if(WE3) rf[A3] <= WD3;
	assign RD1 = (A1 == 4'b1111) ? R15 : rf[A1];
	assign RD2 = (A2 == 4'b1111) ? R15 : rf[A2];
endmodule
```

==> flow_metrics.py <==
# Generated from Yosys and OpenROAD reports
metrics = {
    "synthesis": {
        "top_area_share_pct": 44.6,
        "ys_seq_share_pct": 46.8,
        "syn_area_mm2": 0.0323,
        "syn_area_per_cell_um2": 10.4,
        "ys_ff": 516,
        "synth-edff-count": 480,
        "yosysWarnings": 10,
        "async_flop_share_pct": 0,
        "synth.distinct_cells": 91,
        "ys_chip_area_mm2": 0.0323,
        "ys.flop_type": "edfxtp_1",
        "synth_area_leader_cell": "edfxtp_1",
        "top_cells_by_area": "edfxtp_1 (45%), mux4_2 (6.8%), nand2_1 (4.6%), ha_1 (4.0%), o21ai_0 (3.7%)",
        "yosysCellCount": 3121,
        "syn_inst": 3121,
    },
    "worst_hold_path": {
        "hp-start": "Control.Cond_Logic.Flags[1]",
        "hold_class": "flop to flop",
    },
    "global_routing": {
        "grt_overflow": 0,
        "grt_util_all_layers_pct": 24.7,
        "grt_pass1_vias": 29162,
        "grt_max_degree": 104,
        "grt_pass1_wl_um": 187000,
        "antenna_found_initial": 3,
    },
    "final_layout": {
        "synthToLayoutAreaGrowth_pct": 22.4,
        "drive_gt1_share_pct": 11.4,
        "seq_area_mm2": 0.0151,
        "fillCellCount": 10314,
        "layout_top_cell": "inv_1",
        "lay_top_cells": "inv_1 (611), edfxtp_1 (480), nand2_1 (395)",
        "fin_cells": 5147,
        "logic_area_mm2": 0.0161,
    },
    "clock_network": {
        "cts_sinks": 516,
        "cts_hold_buf": 0,
        "cts_resized": 0,
        "htreeDepth": 2,
        "worstSkewPairLatency_ns": 0.67,
        "clk_pin_slew_ns": 0.03,
        "cts_buffers": 59,
        "cts_buffer_depth": 3,
        "postCtsSetupRepairBufs": 0,
        "cts_tree": "yes",
        "root_buffer": "clkbuf_16",
    },
    "critical_path": {
        "start_kind": "input pin",
        "timing.rr.start": "Path.PCReg.PC[5]",
        "path_max_fanout": 41,
        "critPathCaptureType": "flop",
        "worstPathArrival_ns": 25.47,
        "crit_buf_inv": 5,
        "slowest_stage": "a31oi_1",
        "crit_start": "Instr[27]",
        "required_ns": 42.02,
        "cp_top_family": "AND-OR/OR-AND gates",
        "critPathKind": "input pin to flop",
        "max_stage_delay_ns": 0.86,
    },
    "power": {
        "seqPwrFrac_pct": 34.6,
        "clockPowerShare_pct": 37.3,
        "swShare_pct": 37.1,
        "power.density_mw_per_mm2": 23.6,
        "total_power_w": 0.000934,
        "vdd_drop_max_mv": 0.0184,
        "p_int_w": 0.000588,
        "p_sw_w": 0.000346,
        "comb_power_share_pct": 28.1,
        "p_leak_nw": 15.6,
    },
    "floorplanning": {
        "pin_count": 163,
        "floorplan.core_util_pct": 30.2,
        "core_area_mm2": 0.107,
        "die_area_mm2": 0.109,
        "dieHeight_um": 330,
        "fp.dieW_um": 330,
        "placementRows": 120,
    },
    "place": {
        "place.detailed.hpwl_um": 85100,
        "gp_congestion": 1.04,
        "place_ws_ns": 16.25,
        "dp_cells": 4557,
        "io_buffers": 162,
    },
    "routing": {
        "wl_per_cell_um": 25.4,
        "viasPerCell": 5.60,
        "firstDrtPassIters": 5,
        "routed_wirelength_um": 130000,
        "drt-initial-drc-count": 2037,
        "postRouteAntennaNets": 0,
        "num_vias": 28831,
        "drcViolationCount": 0,
    },
    "timing": {
        "timing_hold_violations_final": 0,
        "clock_skew_ns": 0.0502,
        "layout_setup_ws_ns": 16.55,
        "slew_headroom_pct": 25.3,
        "holdWs_ns": 0.534,
        "rsz0062_at_grt": "false",
        "setup_viol": 0,
        "final_max_slew_viol_count": 0,
        "setup_tns_ns": 0,
        "tightest_slew_ns": 1.12,
    },
    "run": {
        "warning_count": 582,
        "drv_cap": 0,
    },
    "status": {
        "run_status": "complete, no violations",
    },
}
-- sequential cells by signal (all words and copies together) (netlist names) --
| name | flops |
|---|---|
| Control.Cond_Logic.Flags | 4 |
| Path.RegBank.rf | 480 |
| Path.PCReg.PC | 32 |
-- stage by stage --
stage / area, um2 / util (%)
finish: 39600 / 37.0
global route: 39500 / 37.0
CTS: 39500 / 37.0
detailed placement: 35800 / 33.5
global placement: 35800 / 33.5
floorplan: 32300 / -
-- power groups by stage --
stage	logic, W	registers (W)	clock network [W]
6_report	0.000263	0.000323	0.000348
5_1_grt	0.000279	0.000323	0.000385
4_1_cts	0.000256	0.000323	0.000357
-- cell usage after synthesis (45+ instances only) --
cell,count
mux2_2,81
mux4_2,97
clkbuf_1,174
a21oi_1,171
a31oi_1,93
xnor2_1,67
o22ai_1,45
nor2_1,241
edfxtp_1,480
mux2i_1,79
o21ai_0,240
a211oi_1,77
ha_1,103
nand2_1,395
inv_1,114
nand3_1,50
-- cell families (layout without fill, tap and decap cells) --
| group | Yosys count | in the layout | synth area share, % |
|---|---|---|---|
| simple gates | 934 | 934 | 13.1 |
| xor+xnor | 100 | 100 | 2.71 |
| compound gates | 872 | 872 | 17.2 |
| buf+inv | 337 | 958 | 4.01 |
| mux | 257 | 257 | 12.0 |
| flops | 516 | 516 | 46.8 |
| fa+ha+maj | 105 | 105 | 4.11 |
| other cells | 0 | 2 | 0 |
-- path summary, 6_finish.rpt --
kind | endpoint | cells past startpoint | slack, ns
setup / recovery | Path.RegBank.rf[3][30] | 25 | 16.55
hold / removal | Control.Cond_Logic.Flags[1] | 2 | 0.53
setup reg to reg | Control.Cond_Logic.Flags[2] | 23 | 33.18
hold reg to reg | Control.Cond_Logic.Flags[1] | 2 | 0.53
-- worst min-delay path, stage by stage (launching register included) --
cell      delay, ns
dfxtp_1        0.33
nor2_1         0.11
a311oi_1       0.05
-- layer usage --
layer	global-route usage (%)	wire length, um	vias to the layer above
li1	-	-	12963
met1	28.6	46000	13705
met2	36.5	58800	1853
met3	15.7	20100	300
met4	10.5	5350	10
met5	2.13	299	-
-- area by class of cell --
class                      count  area share (%)
sequential                   516            38.3
clock inverter               527            5.62
multi-input combinational   2268            40.8
clock buffer                  62            3.89
antenna                        2          0.0127
tap                         1403            4.44
inverter                     116            1.11
timing repair buffer         253            5.87
No activity file was given, so power comes from the tool's default toggle rates.
