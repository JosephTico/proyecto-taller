### ./design.v
module Data_Memory #(parameter N=32, SIZE=10)(
input logic clk, rst, write_enable,
input logic[N-1:0] address, data_input,
output logic[N-1:0] data_output,
input logic [7:0] peripheralsIn,
output logic [7:0] peripheralsOut);
	logic[SIZE-1:0][N-1:0] memory;
	always_comb
		if(write_enable)
			data_output <= 'z;
		else
			data_output <= memory[address];
	always_ff @(posedge clk)
		if(rst)
			memory = '0;
		else
			if(write_enable)
				memory[address] <= data_input;
endmodule
### ./run.sh
#!/bin/bash
# OpenROAD 26Q1-2900-gdf79404cd8, Yosys 0.63+post, stock flow scripts
make -C /OpenROAD-flow-scripts/flow DESIGN_CONFIG=/design/flow/config.mk WORK_HOME=/design/flow/orfs finish
### ./config.mk
export PLATFORM = sky130hd
export DESIGN_NAME = Data_Memory
export DESIGN_NICKNAME = Data_Memory
export VERILOG_FILES = /design/flow/design.v
export SDC_FILE = /design/flow/constraint.sdc
export NUM_CORES = 4
export LEC_CHECK = 1
export CORE_UTILIZATION = 30
### ./constraint.sdc
current_design Data_Memory

set clk_period 38.0
set clk_io_pct 0.2

create_clock -name clk0 -period $clk_period [get_ports {clk}]

set non_clock_inputs [all_inputs -no_clocks]
set_input_delay [expr $clk_period * $clk_io_pct] -clock clk0 $non_clock_inputs
set_output_delay [expr $clk_period * $clk_io_pct] -clock clk0 [all_outputs]
==> qor.csv <==
stage,metric,value,unit
timing,Fmax achieved,54.5,MHz
synthesis,Top cell area share,0.501,
routing,WL/cell,22.9,um
worst_setup_path,crit path max fanout,52,
synthesis,yosys adder share,0.000652,
timing,Setup WS post-layout,19.66,ns
worst_setup_path,R2R setup slack,37.06,ns
layout,most frequent logic cells in the routed design,"edfxtp_1 (320), mux2_4 (270), mux2_2 (92)",
worst_setup_path,Worst EP required,30.40,ns
global_route,largest net degree at the start of global routing,61,
routing,drt first pass iters,5,
synthesis,Synth cell types,60,
floorplan,die area,65000,um^2
clock_tree,Root Buffer,clkbuf_16,
pwr,Worst VDD drop,0.0247,mV
pwr,pwr/cell area,38.9,nW/um^2
place,Placed Cells,2121,
pwr,Net Switching,0.194,mW
layout,Final Cell Area,21900,um^2
timing,Worst Tran Pin Value,0.798,ns
pwr,Comb power frac,0.101,
clock_tree,Post-CTS Resized,0,
synthesis,Post-synth ARST share,0,
worst_setup_path,CP Launch Type,primary input,
clock_tree,H-Tree Depth,2,
layout,leading registers by flop count,memory x320,
synthesis,yosys stat area,19200,um^2
worst_setup_path,CP dominant cell by count,buf_4,
place,Port Buf Inserts,93,
clock_tree,Skew-Pair Late Insertion Delay,0.52,ns
layout,"Core Util, Final",0.347,
pwr,Int Power,0.659,mW
worst_setup_path,number of cells on the critical path,8,
floorplan,Die Ht,255,um
synthesis,yosys aoi share,0.0456,
layout,Largest register FFs,320,
layout,Synth-to-Final Area Change,14.2,%
timing,Final Hold Violation Tally,0,
synthesis,Post-synth regs,320,
global_route,global-route wire length before repair,76.1,mm
routing,post-route ant nets,0,
synthesis,simple share,0.0714,
layout,most frequent logic cell in the layout,edfxtp_1,
place,GP Congestion,0.822,
floorplan,I/O pin count,115,
place,HPWL Detailed,28.2,mm
synthesis,Commonest flop,edfxtp_1,
pwr,Tot Pwr,0.853,mW
routing,DRT Wirelength,50.1,mm
synthesis,Ys Warns,10,
run,Max-Cap Viols,0,
global_route,grt ovf,0,
synthesis,Mapped Cells,1267,
place,Setup Slack @ Placement,19.61,ns
worst_setup_path,Reg2Reg Depth,1,
layout,share of cells above drive strength 1,0.388,
pwr,Clk pwr share,0.419,
pwr,Sw Share,0.228,
synthesis,Avg Synthesized Cell Area,15.1,um^2
routing,via/cell ratio,5.17,
timing,Final Setup Violations,0,
hold_path,Hold Path Class,reg -> reg,
synthesis,"EDFF count, synth",320,
routing,vias,11296,
timing,clk_skew,0,ns
clock_tree,CTS Buffer Depth,3,
synthesis,cell count in the Yosys report,1267,
timing,crit share post-route,0.483,
timing,max_slew headroom,0.468,
timing,crit path time final,18.34,ns
run,tool warnings,38,
timing,RSZ-0062 raised after global routing,false,
worst_setup_path,Worst Path Buf+Inv,4,
clock_tree,CTS Sinks,320,
outcome,status,"complete, no violations",
worst_setup_path,critical path type,in -> out,
synthesis,"XOR Share, Synth",0.00365,
global_route,vias in the first global route,11980,
worst_setup_path,CP peak stage delay,0.58,ns
timing,final max-slew violation count,0,
routing,n_diodes,0,
synthesis,Synth Cell Area,19200,um^2
global_route,Total Routing Usage GR,0.164,
clock_tree,total CTS buffers,37,
routing,initial DRC count,805,
timing,TNS Setup,0,ns
clock_tree,total setup buffers inserted after CTS,0,
synthesis,post-synth top area cell,edfxtp_1,
layout,Top reg by flops,memory,
worst_setup_path,Top delay family on crit path,buffers and inverters,
synthesis,MUX area fraction,0.337,
pwr,leakage power,7.75,nW
hold_path,hold path cells,1,
synthesis,register share after synthesis,0.501,
layout,Layout Cells excl Fill,2186,
clock_tree,clk slew on worst S/H paths,0.06,ns
floorplan,Starting Density,0.304,
pwr,sequential share of power,0.480,
floorplan,core area,63200,um^2
timing,Hold Slack,0.578,ns
worst_setup_path,"Cell Chain, Critical Path","buf_6, buf_4, buf_4, mux4_2, nor2b_1, nor3_1, o21a_1, clkdlybuf4s50_1",
worst_setup_path,Crit. End Element,output pin,
place,Post-Place Cell Area,20700,um^2
synthesis,Cell area leaders,"edfxtp_1 (50%), mux2_4 (21%), mux2_2 (5.4%)",
routing,# DRC,0,
worst_setup_path,crit path DAT,10.74,ns
clock_tree,CTS tree,yes,
floorplan,Die Wd,255,um
synthesis,Main logic family,multiplexers,
worst_setup_path,Worst path slowest cell,buf_4,
floorplan,# rows,92,
clock_tree,CTS Hold Bufs,0,
global_route,initial antenna violation count,1,
## area by class of cell
| cell class | count | area [um^2] |
|---|---|---|
| Clock buffer | 46 | 1000 |
| Clock inverter | 19 | 190 |
| Fill cell | 5922 | 41300 |
| Inverter | 8 | 30.0 |
| Multi-Input combinational cell | 815 | 8830 |
| Sequential cell | 320 | 9610 |
| Tap cell | 846 | 1060 |
| Timing Repair Buffer | 132 | 1200 |
## kinds of logic after synthesis
kind of cell               after synthesis
xor gates and xnor gates                 8
other                                    1
adders and majority gates                1
DFF                                    320
muxes                                  450
buffers and inverters                  139
AOI/OAI and AO/OA                      135
and+or+nand+nor                        213
## routing by layer
metal / routed length (um) / track usage / share of wire
met3: 5090 / 0.0737 / 0.10
met4: 874 / 0.0260 / 0.017
met1: 20800 / 0.227 / 0.41
met5: 12 / 0.00226 / 0.00024
met2: 23300 / 0.248 / 0.47
## power by group through the flow
stage	Clock (mW)	Sequential [mW]	Combinational, mW
6_report	0.358	0.410	0.0859
5_1_grt	0.379	0.411	0.0930
4_1_cts	0.365	0.409	0.0866
## synthesized netlist by cell type, drive strengths merged (4+ instances only)
library cell	number
a21oi	19
buf	61
xor2	4
mux2	362
mux2i	49
nand2b	4
nor3	38
o22ai	18
nand4	8
inv	8
clkbuf	70
edfxtp	320
nor4	19
mux4	39
nand3	12
and3	31
nor2b	27
xnor2	4
or4	6
nor2	34
o21ai	46
or3	7
o21a	31
nand2	15
## worst paths after layout
path / startpoint / endpoint
setup / recovery: address[0] / data_output[5]
hold / removal: memory[6]$_DFFE_PP_ / memory[6]$_DFFE_PP_
setup reg to reg: memory[240]$_DFFE_PP_ / memory[240]$_DFFE_PP_
hold reg to reg: memory[6]$_DFFE_PP_ / memory[6]$_DFFE_PP_
Power figures rest on the tool's default switching activity, not on a simulated workload.
